==> design/flow/run.sh <==
#!/bin/bash
# OpenROAD 26Q1-2900-gdf79404cd8, Yosys 0.63+post, stock flow scripts
make -C /OpenROAD-flow-scripts/flow DESIGN_CONFIG=/design/flow/config.mk WORK_HOME=/design/flow/orfs finish
==> design/flow/config.mk <==
export PLATFORM = sky130hd
export DESIGN_NAME = programCounter
export DESIGN_NICKNAME = programCounter
export VERILOG_FILES = /design/flow/design.v
export SDC_FILE = /design/flow/constraint.sdc
export NUM_CORES = 4
export LEC_CHECK = 1
export CORE_UTILIZATION = 40
==> design/flow/constraint.sdc <==
current_design programCounter

set clk_period 20.3
set clk_io_pct 0.2

create_clock -name clk0 -period $clk_period [get_ports {clk}]

set non_clock_inputs [all_inputs -no_clocks]
set_input_delay [expr $clk_period * $clk_io_pct] -clock clk0 $non_clock_inputs
set_output_delay [expr $clk_period * $clk_io_pct] -clock clk0 [all_outputs]
==> design/flow/design.v <==
module programCounter(
    input logic clk,
    input logic en,
    input logic [1:0] PCMux,
    input logic [31:0] PC_Execute,
    input logic [31:0] Imm,
    input logic [31:0] Reg1,
    output logic [31:0] PCOut
);
assign PCOut = pc;
logic [31:0] pc  ;
wire [31:0] PC_SRC1 = (PCMux === 2'b00) ? pc : ((PCMux === 2'b01) ? PC_Execute : Reg1);
wire [31:0] PC_SRC2 = (PCMux === 2'b11 || PCMux === 2'b01) ? Imm : 32'h4;
always_ff @(posedge clk) begin
    if (en) begin
        pc <= PC_SRC1 + PC_SRC2;
    end
end
endmodule
==> results.sh <==
# source this file to load flow results
export IMPL_synth_cell_types=50
export IMPL_cts_clk_slew_worst_paths_ps=70
export IMPL_antennaDiodeCount=0
export IMPL_grt_pass1_wl_um=14700
export IMPL_drive_above_1_share=0.0343
export IMPL_ys_flop_type="edfxtp_1"
export IMPL_ys_flops=32
export IMPL_cts_htree_levels=2
export IMPL_timing_fmax_ghz=0.134
export IMPL_async_flop_share=0
export IMPL_ys_area_um2=3520
export IMPL_cts_tree="yes"
export IMPL_io_buffer_count=131
export IMPL_period_needed_ps=7470
export IMPL_globalplace_congestion=0.895
export IMPL_rrSetupSlack_ps=17040
export IMPL_reg_top3="pc x32"
export IMPL_die_w_um=95.8
export IMPL_min_to="pc[0]"
export IMPL_syn2layout_area_growth_pct=41.1
export IMPL_holdBufCountCts=0
export IMPL_final_util=0.593
export IMPL_timing_rr_end="pc[29]"
export IMPL_period_used=0.368
export IMPL_grt_total_usage=0.211
export IMPL_largest_register_ffs=32
export IMPL_ys_warn_count=1
export IMPL_syn_inst=407
export IMPL_crit_fanout=65
export IMPL_layout_area_comb_um2=2460
export IMPL_min_delay_start="pc[0]"
export IMPL_fin_ws_ps=12830
export IMPL_drtAntennaViolNets=0
export IMPL_io_pins=132
export IMPL_cap_viol_max_count=0
export IMPL_top_register="pc"
export IMPL_setup_violations=0
export IMPL_clock_path_buffers=2
export IMPL_finalWirelength_um=9380
export IMPL_ir_drop_mv=0.0249
export IMPL_flop_area_um2=961
export IMPL_rsz0062_at_grt="no"
export IMPL_die_y_um=95.8
export IMPL_vias_per_cell=5.33
export IMPL_dp_cells=622
export IMPL_critPathRequiredTime_ps=20340
export IMPL_wl_per_cell_um=14.9
export IMPL_core_um2=8380
export IMPL_hold_viol_final=0
export IMPL_cts_resized=0
export IMPL_avgSynthCellArea_um2=8.65
export IMPL_end_kind="flip-flop"
export IMPL_syn_area_um2=3520
export IMPL_maxSlewViolCount=0
export IMPL_setup_tns_ps=0
export IMPL_yosys_cells=407
export IMPL_crit_path_start_kind="primary input"
export IMPL_rr_startpoint="pc[1]"
export IMPL_drt_pass1_iter_count=4
export IMPL_numCtsBuffers=5
export IMPL_power_leakage_uw=0.00203
export IMPL_powerDensity_nw_per_um2=55.1
export IMPL_worstPathArrival_ps=7510
export IMPL_grt_max_degree=66
export IMPL_grt_overflow_total=0
export IMPL_worst_r2r_cell_count=10
export IMPL_hold_depth=3
export IMPL_n_fill_cell=742
export IMPL_warnings=26
export IMPL_numClockSinks=32
export IMPL_worstMarginPinSlew_ps=790
export IMPL_status="completed"
export IMPL_critPathMaxStageDelay_ps=610
export IMPL_post_cts_buffers=0
export IMPL_fin_skew_ps=10.5
export IMPL_slowest_stage="buf_4"
export IMPL_fp_util=0.420
export IMPL_rows=33
export IMPL_grt_pass1_vias=3081
export IMPL_dp_slack_ps=12420
export IMPL_synth_edff_count=32
export IMPL_final_cells=630
export IMPL_setup_worst_path_class="primary input to flip-flop"
export IMPL_dieArea_um2=9180
export IMPL_hold_path_class="flip-flop to flip-flop"
export IMPL_holdWs_ps=832
export IMPL_dp_hpwl_um=7010
export IMPL_drc=0
export IMPL_yosysSeqAreaShare=0.273
export IMPL_num_vias=3356
export IMPL_crit_path_frequent_cell="a211oi_1"
export IMPL_relSlewSlack=0.473
export IMPL_clock_latency_ps=300
export IMPL_drtIter0Drc=108
export IMPL_antenna_found_initial=0
export IMPL_path_cells="buf_2, buf_4, mux2i_1, o21ai_0, ha_1, a211oi_1, o31a_1, or4_1, a211o_1, a211oi_1, or3_1, nand3_1"
export IMPL_cts_root_buf="clkbuf_8"
worst max path at each step:
stage | endpoint | from | cells after the start
after global routing | pc[28] | PCMux[0] | 12
after CTS | pc[30] | PCMux[0] | 12
final | pc[29] | PCMux[0] | 12
cell type report:
cell class / count / area share
Timing Repair Buffer: 134 / 0.266
Multi-Input combinational cell: 348 / 0.495
Clock buffer: 5 / 0.0139
Sequential cell: 32 / 0.193
Inverter: 3 / 0.00227
Tap cell: 105 / 0.0264
Clock inverter: 3 / 0.00277
logic make-up after synthesis:
kind of cell / share of synthesized area
flip-flops: 0.273
AND/OR/NAND/NOR: 0.192
buffers and inverters: 0.0291
AND-OR/OR-AND: 0.224
XOR/XNOR: 0.0721
multiplexers: 0.0942
adder cells (fa/ha/maj): 0.116
cells in the final DEF, fill, tap and decap left out, types with 2 or more instances in the layout:
| cell type | instances |
|---|---|
| a2111oi_0 | 2 |
| nor2b_1 | 4 |
| nand4_1 | 6 |
| inv_1 | 3 |
| buf_2 | 2 |
| clkdlybuf4s50_1 | 129 |
| clkbuf_8 | 5 |
| and4_1 | 2 |
| a211oi_1 | 3 |
| nand3_1 | 6 |
| and3_1 | 7 |
| or3_1 | 3 |
| o211ai_1 | 6 |
| buf_4 | 3 |
| o221ai_1 | 2 |
| xor2_1 | 9 |
| nand2b_1 | 3 |
| o21a_1 | 7 |
| nor4_1 | 2 |
| a21o_1 | 11 |
| nand2_1 | 48 |
| xnor2_1 | 20 |
| a31oi_1 | 3 |
| nor2_1 | 7 |
| and2_1 | 31 |
| o21bai_1 | 4 |
| a31o_2 | 2 |
| clkinv_2 | 2 |
| mux2i_1 | 32 |
| o21ai_0 | 45 |
| a21oi_1 | 32 |
| edfxtp_1 | 32 |
| o31a_1 | 2 |
| ha_1 | 31 |
metrics by stage:
step	instance area, µm²	power, µW
after floorplan	3520	168
after global placement	4880	226
after detailed placement	4880	225
after CTS	4970	276
after global routing	4970	293
final	4970	274
critical path, delay by kind of cell:
family,cells,cell delay (ps)
AND-OR/OR-AND,5,1370
AND/OR/NAND/NOR,3,750
buffers and inverters,2,690
adder cells (fa/ha/maj),1,360
multiplexers,1,260
metal layers:
layer  wire length (µm)  part of all wire  track usage
met5                  0                 0            0
met4                 91            0.0097       0.0211
met3                561             0.060       0.0361
met2               4030              0.43        0.323
met1               4700              0.50        0.334
power breakdown:
part           total, µW  switching [µW]  internal, µW
logic                130            57.1          72.4
registers           95.1            5.84          89.2
clock network       49.3            26.0          23.3
total                274            88.9           185
synth_stat cells, types with 2 or more instances:
master / instances / area [µm²]
nor2b_1: 4 / 25.0
or3_1: 3 / 18.8
nand4_1: 6 / 37.5
o21ai_0: 45 / 225
edfxtp_1: 32 / 961
nand2b_1: 3 / 18.8
and4_1: 2 / 17.5
a21oi_1: 32 / 160
and3_1: 7 / 43.8
a211oi_1: 3 / 22.5
o21a_1: 7 / 52.6
mux2i_1: 32 / 320
ha_1: 31 / 388
inv_1: 3 / 11.3
xnor2_1: 20 / 175
o31a_1: 2 / 17.5
xor2_1: 9 / 78.8
o211ai_1: 6 / 45.0
clkbuf_1: 22 / 82.6
nand2_1: 48 / 180
o221ai_1: 2 / 17.5
a31oi_1: 3 / 18.8
and2_1: 31 / 194
a21o_1: 11 / 82.6
a2111oi_0: 2 / 17.5
nor2_1: 7 / 26.3
nand3_1: 6 / 30.0
o21bai_1: 4 / 30.0
nor4_1: 2 / 12.5
a31o_2: 2 / 17.5
No activity file was given, so power comes from the tool's default toggle rates.
