`./design.v`:
```
module pipelineLatch #(parameter width = 32)
(
    input logic clk,
    input logic rst,
    input logic en,
    input logic [width - 1:0] In,
    output logic [width - 1:0] Out
);
logic [width - 1:0] Stored;
assign Out = Stored;
always_ff @(posedge clk)
begin
    if (en && !rst)
        Stored <= In;
    else if (rst)
        Stored <= {width{1'b0}};
end
endmodule
```
`./constraint.sdc`:
```
current_design pipelineLatch

set clk_period 1.8
set clk_io_pct 0.2

create_clock -name clk0 -period $clk_period [get_ports {clk}]

set non_clock_inputs [all_inputs -no_clocks]
set_input_delay [expr $clk_period * $clk_io_pct] -clock clk0 $non_clock_inputs
set_output_delay [expr $clk_period * $clk_io_pct] -clock clk0 [all_outputs]
```
`./run.sh`:
```
#!/bin/bash
# OpenROAD 26Q1-2900-gdf79404cd8, Yosys 0.63+post, stock flow scripts
make -C /OpenROAD-flow-scripts/flow DESIGN_CONFIG=/design/flow/config.mk WORK_HOME=/design/flow/orfs finish
```
`./config.mk`:
```
export PLATFORM = sky130hd
export DESIGN_NAME = pipelineLatch
export DESIGN_NICKNAME = pipelineLatch
export VERILOG_FILES = /design/flow/design.v
export SDC_FILE = /design/flow/constraint.sdc
export NUM_CORES = 4
export LEC_CHECK = 1
export CORE_AREA = 10 10 107 107
export DIE_AREA = 0 0 117 117
```
==> flow_summary.toml <==
# yosys + openroad results
[worst_setup_path]
crit_required_ns = 1.44
cp.arrival_ns = 1.10
path_delay_family = "buffers and inverters"
start_kind = "register"
cp_slowest_stage_delay_ns = 0.51
endpoint_kind = "primary output"
path_class = "register to primary output"
worst_path_max_delay_cell = "clkdlybuf4s50_1"
worstPathMaxFanout = 1
crit_chain = "clkdlybuf4s50_1"
crit_buf_inv = 1

[synthesis]
yosysUniqueCellTypes = 5
postSynthAreaPerCell_um2 = 18.35
syn_inst = 71
yosys_warnings = 1
ys_chip_area_um2 = 1302
yosys-stat-cells = 71
ys.flops = 32
synth_seq_share_pct = 73.78
syn_area_um2 = 1302

[placed_design]
portBuffers = 66
dpl_worst_slack_ns = 0.1892
place_congestion = 0.6896

[finish]
reg_top3 = "Stored x32"
layout_top_cell = "clkdlybuf4s50_1"
top_register = "Stored"
drive_above_1_share_pct = 20.83
syn2layout_area_growth_pct = 69.07
largest_reg_flops = 32
lay_top_cells = "clkdlybuf4s50_1 (66), edfxtp_1 (32), and3b_2 (20)"

[final_timing]
rsz0062_at_grt = "no"
whs_ns = 0.7769
fin_crit_ns = 1.464
finalMaxSlewViolations = 0
setup-violations-final = 0
finalWorstSetupSlack_ns = 0.3364
fmax_mhz = 683.3
worst_pin_slew_ns = 0.2777
setup_tns_ns = 0
max-slew-margin-rel_pct = 81.49
finalCritPeriodShare_pct = 81.31
final_hold_viol_count = 0

[route]
drtIter0Drc = 38
n_antenna_cell = 0
wl_met2_um = 1565
vias = 842
drc = 0
top_layer = "met4"
routed_via_density = 3.302
wire_per_inst_um = 14.25
wl_met1_um = 1476
wl_met3_um = 571
first_pass_iters = 4
routed_wl_um = 3634
postRouteAntennaNets = 0

[global_routing]
grt_pass1_vias = 945
grtUsageTotal_pct = 5.164
grt_start_max_net_pins = 33
grt.overflow.total = 0
grt_pass1_wl_um = 5237
antenna_found_initial = 0

[pwr]
p_seq_share_pct = 54.2
p_per_area_nw_per_um2 = 754.0
p_leak_nw = 0.8828
vdd_drop_max_uv = 224.0
p_comb_share_pct = 15.2
p_switching_mw = 0.3172
clockPowerShare_pct = 30.6
p_sw_share_pct = 19.11
internal_power_mw = 1.343

[die]
coreArea_um2 = 9196
fp_util_pct = 14.16
die_y_um = 117
rows = 35
die_w_um = 117
num_io_pins = 67
fp.dieArea_um2 = 13690

[clocking]
htree_levels = 2
clock_sinks = 32
path_clk_slew_ns = 0.07
cts.hold.buffers_added = 0
numCtsBuffers = 5
cts_resized = 0
cts_setup_buffers = 0
cts_tree = "built"
cts_buffer_depth = 2
cts-root-buf = "clkbuf_8"

[run_status]
status = "completed"

[hold_path]
min_path_type = "input port to register"

[flow_run]
drv_cap = 0
log.warning_count = 25
==> synth_stat cells <==
| master | count | area [um^2] |
|---|---|---|
| and3b_2 | 20 | 200.2 |
| edfxtp_1 | 32 | 960.9 |
| or2_1 | 1 | 6.260 |
| and3b_1 | 12 | 105.1 |
| buf_2 | 6 | 30.03 |
==> cells by family (layout without fill, tap and decap cells) <==
family        after synthesis  count (layout)  share of synthesized area [%]
simple gates               33              33                          23.92
buf+inv                     6              79                          2.306
flops                      32              32                          73.78
==> final cells by class <==
class / count / area, um^2
Tap cell: 111 / 138.9
Multi-Input combinational cell: 33 / 311.5
Clock inverter: 1 / 3.754
Fill cell: 963 / 6994
Timing Repair Buffer: 71 / 710.7
Sequential cell: 32 / 960.9
Clock buffer: 7 / 76.32
==> final timing paths <==
| path | endpoint | slack (ns) | cells after the start | start |
|---|---|---|---|---|
| hold / removal | Stored[3] | 0.78 | 2 | In[3] |
| setup / recovery | Out[31] | 0.34 | 1 | Stored[31] |
==> layer usage <==
metal	global-route usage (%)	vias to the layer above
li1	-	417
met1	6.402	367
met2	7.312	54
met3	3.870	4
met4	0.5766	0
met5	0	-
==> power by group through the flow <==
stage     Combinational [mW]  Sequential (mW)  Clock (mW)
4_1_cts                0.259            0.903       0.533
6_report               0.252            0.901       0.507
5_1_grt                0.275            0.907       0.571
==> stage by stage <==
step           power (mW)  std cells  area (um^2)  utilization, %
2_1_floorplan      0.9515         71         1303               -
3_3_place_gp        1.176        247         2122           23.07
3_5_place_dp        1.176        247         2122           23.07
4_1_cts             1.695        255         2202           23.95
5_1_grt             1.753        255         2202           23.95
6_report            1.660        255         2202           23.95
No activity file was given, so power comes from the tool's default toggle rates.
