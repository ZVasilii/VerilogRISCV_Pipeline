===== flow/config.mk =====
export PLATFORM = sky130hd
export DESIGN_NAME = registerFile
export DESIGN_NICKNAME = registerFile
export VERILOG_FILES = /design/flow/design.v
export SDC_FILE = /design/flow/constraint.sdc
export NUM_CORES = 4
export LEC_CHECK = 1
export CORE_UTILIZATION = 50

===== flow/constraint.sdc =====
current_design registerFile

set clk_period 5.5
set clk_io_pct 0.2

create_clock -name clk0 -period $clk_period [get_ports {clk}]

set non_clock_inputs [all_inputs -no_clocks]
set_input_delay [expr $clk_period * $clk_io_pct] -clock clk0 $non_clock_inputs
set_output_delay [expr $clk_period * $clk_io_pct] -clock clk0 [all_outputs]

===== flow/design.v =====
module registerFile (
    input logic  clk,
    input logic we,
    input logic[4:0] ReadN1,
    input logic[4:0] ReadN2,
    input logic[4:0] WriteN,
    input logic[31:0] In,
    output logic[31:0] Out1,
    output logic[31:0] Out2
);
logic [31:0] registerFile [31:1]  ;
assign Out1 = (ReadN1 === 5'b0) ? 32'b0 : registerFile[ReadN1];
assign Out2 = (ReadN2 === 5'b0) ? 32'b0 : registerFile[ReadN2];
always_ff @(negedge clk)
begin
    if(we && (WriteN != 5'b0))
    begin
        registerFile[WriteN] <= In;
    end
end
endmodule

===== flow/run.sh =====
#!/bin/bash
# OpenROAD 26Q1-2900-gdf79404cd8, Yosys 0.63+post, stock flow scripts
make -C /OpenROAD-flow-scripts/flow DESIGN_CONFIG=/design/flow/config.mk WORK_HOME=/design/flow/orfs finish

==> results.txt <==
Implementation status.

- The final reports fail on setup timing.
- STA lists the maximum fanout along the critical path as 2.
- The critical-path cell with the highest stage delay is mux4_2.
- The via count of the first global-routing pass is about 38000.
- The finished cells cover 60100 µm².
- The sequential cell area fraction in the yosys report is around 65%.
- The DRC violation count after routing is 0.
- Buffers placed on the I/O ports in this run total roughly 110.
- The synthesis report names the predominant flop master as edfxtp_1.
- Counting flops and latches in the post-synthesis netlist gives 992.
- According to the I/O placement log, the pin count is 113.
- Per the run summary, max-cap violations total 0.
- The number of flops mapped to enable cells by yosys is 992.
- TritonCTS built the clock tree.
- The fraction of the core area occupied by cells at floorplan is approximately 50%.
- The buffer and inverter count on the worst path is 2.
- Per the OpenROAD floorplan log, the area of the core is a little over 90000 µm².
- The number of max-slew violations in the final report is 0.
- The total overflow left after global routing is 0.
- In this run the mean area of a mapped cell was approximately 17 µm².
- More flip-flops sit in one register than any other, and that register is registerFile.
- Synthesis instantiated 43 different standard cells from the library.
- Including well taps, the total number of placed cells is 4094.
- The number of cells in the yosys synthesis report is 2718.
- The leakage power is 24.7 nW.
- In the final layout, the registers with the most flip-flops are registerFile (992).
- The layout overhead on the synthesized area is 30.1%.
- The overall die size recorded for this design is 93500 µm².
- The final hold violation count is 0.
- The via count of the routed design is 33000.
- Per STA, the highest per-stage delay on the worst path measures 460 ps.
- The sort of element at the end of the critical path is a primary output.
- At the pin with the least slew margin, the transition time is 1030 ps.
- The total power per unit cell area is 348 nW/µm².
- The top cell family by delay on the critical path is multiplexers.
- The class of the most critical setup path is flip-flop to primary output.
- The share of final-layout standard cells stronger than drive strength 1 is 25.1%.
- Counting instances in the post-synthesis netlist gives the leading cell types as edfxtp_1, mux2i_1, mux4_2, a22oi_1, nor2_1.
- The library cell used as clock root buffer is clkbuf_16.
- Clock tree synthesis found a total of 992 sinks.
- Total global-route track usage over all layers is 40.1%.
- The largest buffer count on any clock path is 3.
- The count of antenna-violating nets left after detailed routing is 0.
- The flip-flop count of the largest register, all copies and words added is 992.
- Across the VDD grid, the largest voltage drop is 255 µV.
- The most frequent cell after synthesis is edfxtp_1.
- Measured against its own limit, the worst slew margin works out to between 30% and 40%.
- The chip area from the yosys synthesis statistics is 46200 µm².
- According to the report, the first pass of detailed routing completed in 7 iterations.
- The final timing report counts setup violations totalling 64.
- The post-route worst hold slack is 2930 ps.
- After the flow finishes, the layout carries non-filler instances totaling about 5400.
- Traced cell by cell, the critical path runs through buf_4, mux4_2, mux2_4, a221oi_2, a211oi_2, buf_2.
- After layout, the worst setup slack is -881 ps.
- The clock transition at the register clock pins on the worst setup and hold paths after CTS is around 40 ps.
- The number of vias per cell after detailed routing is a little over 6.
- The post-synthesis cell count is 2718.
- The die boundary height is 306 µm.
- The total wire length after detailed routing is 165000 µm.
- The H-tree was split into 3 levels.
- The fill cell instance count of the final layout is between 6000 and 7000.
- The global-route wire length before repair is 237000 µm.
- Yosys attributes the largest share of cell area to edfxtp_1, mux4_2, mux2i_1.
- The cell type with the highest aggregate area in the netlist is edfxtp_1.
- The per-cell routed wire length is 30.9 µm.
- After its last routability iteration, the placer logged a weighted congestion of between 0.9 and 1.
- The x dimension of the die is approximately 300 µm.
- Hold repair after CTS inserted 0 buffers.
- Setup repair after global routing could not meet its margin everywhere.
- Warnings reported by Yosys during synthesis add up to 1.
- The area share of the leading cell type in the synthesized netlist is 64.5%.
- The largest net degree at the start of global routing is between 70 and 80.
- Cells fill about two thirds of the core in the end.
- The repair_antennas step left the layout with diodes totalling 0.
- The warning total across the stage logs is about 1000.
- The cell area after synthesis is 46200 µm².
- The async set or reset register ratio after synthesis is 0%.
- The worst setup path is launched from a flip-flop.
- The floorplan row count is 111.
- The endpoint required time on the critical path is 4400 ps.
- The CTS report gives the tree buffer count as ~110.
- The placement-stage cell area is 51300 µm².
- The run finished, with violations left.
- For this run the detailed placement stage logged an HPWL of 97500 µm.
- The number of violations reported at the end of detailed-routing iteration 0 is 2121.
- The type of the worst min-delay path is input pin to primary output.
- The arrival time of the worst setup path is 5280 ps.
- The initial antenna violation count is 1.
==> final cells by class <==
class                           count  area [µm²]  area share, %
Clock buffer                      115        2880           4.79
Clock inverter                   1086        4770           7.94
Inverter                            1        3.75        0.00625
Multi-Input combinational cell   1506       16500           27.5
Sequential cell                   992       29800           49.6
Tap cell                         1186        1480           2.47
Timing Repair Buffer              465        4600           7.66
==> where the power goes <==
| part | switching (mW) | internal, mW |
|---|---|---|
| sequential | 0.0382 | 8.48 |
| combinational | 1.04 | 0.687 |
| clock | 4.82 | 5.81 |
| total | 5.90 | 15.0 |
==> worst min-delay path: stages <==
cell	delay, ps
buf_4	280
nor2_1	200
a211oi_2	90
buf_2	120
==> cells by family after synthesis <==
group,count (synthesis),share of synthesized area [%]
muxes,758,22.7
AOI/OAI and AO/OA,411,6.69
and+or+nand+nor,337,3.61
DFF,992,64.5
buffers and inverters,220,2.51
==> stage by stage <==
step | power (mW) | setup slack (ps) | setup TNS (ps)
3_3_place_gp | 11.3 | -563 | -147660
5_1_grt | 22.0 | -939 | -41450
2_1_floorplan | 10.5 | -491 | -332980
4_1_cts | 21.1 | -881 | -38410
6_report | 20.9 | -881 | -36560
3_5_place_dp | 11.3 | -579 | -153740
==> per-layer routing <==
layer	track usage [%]	vias to the layer above	wire length, µm
met1	44.2	15800	49400
met3	34.2	525	31200
li1	-	14100	-
met4	20.8	18	9160
met2	53.9	2592	75000
met5	3.57	-	440
==> worst paths after layout <==
path,start,end,slack [ps],depth (start not counted)
min,ReadN2[4],Out2[1],2930,4
max,registerFile[28][0]$_DFFE_NP_,Out2[0],-880,6
==> cell usage in the layout (no fill, tap or decap), types with 23 or more instances in the layout <==
cell type and n:
inv_1 1014, edfxtp_1 992, mux2i_1 505, buf_4 266, mux4_2 227, a22oi_1 144, clkbuf_16 115, nor2_1 97
buf_12 87, nand3_1 67, a22oi_2 62, buf_2 59, a21oi_1 43, o22ai_1 42, clkdlybuf4s50_1 40, clkinvlp_2 37
nor2_4 35, nand4_1 32, o2bb2ai_1 31, nand2_1 23, bufinv_16 23
==> what timing repair did <==
action,4_1_cts,5_1_grt
pin swaps,126,67
resized,364,22
setup endpoints to repair,64,64
setup buffers,33,31
Power figures rest on the tool's default switching activity, not on a simulated workload.
